$ cat constraint.sdc
current_design lsu_mux

set clk_period 2.4
set clk_io_pct 0.2

create_clock -name clk0 -period $clk_period

set non_clock_inputs [all_inputs -no_clocks]
set_input_delay [expr $clk_period * $clk_io_pct] -clock clk0 $non_clock_inputs
set_output_delay [expr $clk_period * $clk_io_pct] -clock clk0 [all_outputs]
$ cat config.mk
export PLATFORM = sky130hd
export DESIGN_NAME = lsu_mux
export DESIGN_NICKNAME = lsu_mux
export VERILOG_FILES = /design/flow/design.v
export SDC_FILE = /design/flow/constraint.sdc
export NUM_CORES = 4
export LEC_CHECK = 1
export CORE_AREA = 10 10 70 70
export DIE_AREA = 0 0 80 80
$ cat design.v
module lsu_mux(
input logic [2:0] lsu_select,
input logic [31:0] lsu_input,
output logic [31:0] ld_data
);
always_comb begin
case(lsu_select)
3'd0: begin  
if(lsu_input[7]) ld_data = {24'hFFFFFF, lsu_input[7:0]};
else ld_data = {24'h0, lsu_input[7:0]};
end
3'd1: begin  
if(lsu_input[15]) ld_data = {16'hFFFF, lsu_input[15:0]};
else ld_data = {16'h0, lsu_input[15:0]};
end
3'd4: ld_data = {24'h0, lsu_input[7:0]};  
3'd5: ld_data = {16'h0, lsu_input[15:0]};  
default: ld_data = lsu_input[31:0];  
endcase
end
endmodule
$ cat run.sh
#!/bin/bash
# OpenROAD 26Q1-2900-gdf79404cd8, Yosys 0.63+post, stock flow scripts
make -C /OpenROAD-flow-scripts/flow DESIGN_CONFIG=/design/flow/config.mk WORK_HOME=/design/flow/orfs finish
==> results.py <==
# Auto-generated metrics
metrics = {
    "status": {
        "status": "completed",
    },
    "cells_and_area": {
        "syn_to_final_growth_pct": 151.1,
        "flop-count": 0,
        "drive_above_1_share_pct": 10.71,
        "final_util_pct": 26.12,
        "comb_area_um2": 246.5,
        "register_area_um2": 0,
        "clkbuf_count": 0,
        "num-fill-cells": 360,
    },
    "final_timing": {
        "fmax_mhz": 424.8,
        "setup-tns-final_ns": 0,
        "final.period_utilization_pct": 98.09,
        "hold_violations": 0,
        "slew_violations": 0,
        "setup_violations": 0,
        "rsz0062_at_grt": "true",
        "period_minus_slack_ns": 2.354,
        "worstMarginPinSlew_ns": 0.1881,
        "slew_headroom_pct": 87.21,
    },
    "worst_setup_path": {
        "cp_slowest_cell": "clkdlybuf4s50_1",
        "end_kind": "primary output",
        "crit_start": "lsu_input[15]",
        "start_kind": "primary input",
        "critPathKind": "primary input to primary output",
        "crit_chain": "clkdlybuf4s50_1 -> mux2i_2 -> buf_4 -> o21ai_0 -> clkdlybuf4s50_1",
        "worstPathArrival_ns": 1.87,
        "cpPeakStageDelay_ns": 0.50,
        "crit_family": "buffers and inverters",
        "crit_top_cell": "clkdlybuf4s50_1",
        "cp.required_ns": 1.92,
        "cp_num_buf_inv": 3,
        "path_max_fanout": 6,
    },
    "synthesis": {
        "netlist_instances": 67,
        "ys.warnings.count": 1,
        "yosys_area_um2": 355.3,
        "postSynthSeqShare_pct": 0,
        "yosysUniqueCellTypes": 10,
        "largest_area_cell": "o21ai_0",
        "ys_cells": 67,
        "synthesis.area_um2": 355.3,
        "top_area_share_pct": 33.80,
        "synthTopCellsByArea": "o21ai_0, nand2_1, buf_4, buf_6, mux2i_2",
        "synth.avg_cell_area_um2": 5.304,
    },
    "die": {
        "die_h_um": 80,
        "rows": 21,
        "fp_util_pct": 10.40,
        "die_area_mm2": 0.006400,
        "fp.coreArea_mm2": 0.003416,
        "die_x_um": 80,
        "ios": 67,
    },
    "routing": {
        "drc": 0,
        "ant_nets": 0,
        "post_drt_wl_per_cell_um": 12.07,
        "wl_um": 1907,
        "via_per_inst": 3.684,
        "n_antenna_cell": 0,
        "vias": 582,
        "firstDrtPassIters": 4,
        "first_iter_violations": 14,
    },
    "placed_design": {
        "io_buffers": 53,
        "place_congestion": 0.8204,
        "place_hpwl_um": 1668,
    },
    "clocking": {
        "post_cts_buffers": 0,
        "hold_buffers": 0,
    },
    "power": {
        "finalPower_uw": 153.8,
        "p_leak_uw": 0.0003984,
        "power_density_mw_per_mm2": 172.4,
        "ir_drop_uv": 46.75,
    },
    "run": {
        "cap_viol_max_count": 0,
        "warnings": 33,
    },
    "global_routing": {
        "grt_usage_pct": 5.219,
        "grt_max_degree": 14,
        "grt_pass1_vias": 547,
        "grt_first_pass_wirelength_um": 2760,
        "grt_antenna_before_repair": 0,
        "gr-total-overflow": 0,
    },
    "hold_path": {
        "hold_path.class": "primary input to primary output",
        "holdPathEnd": "ld_data[1]",
        "min_from": "lsu_input[1]",
        "min_path_cells": 0,
    },
}
cell families (layout without fill, tap and decap cells):
group,after synthesis,in the layout,share of synthesized area (%)
AOI/OAI and AO/OA,24,24,33.80
and+or+nand+nor,26,26,30.99
muxes,1,1,3.872
buffers and inverters,16,61,31.33
stage by stage:
stage	cell area, um2	hold WS (ns)	std cells	setup slack [ns]
2_1_floorplan	355.3	1.016	67	0.6264
3_3_place_gp	892.1	0.9600	158	-0.2400
3_5_place_dp	892.1	0.9600	158	-0.2842
4_1_cts	890.9	0.9600	158	0.005119
5_1_grt	892.1	0.9600	158	-0.004076
6_report	892.1	0.9600	158	0.04594
report_power, final:
| part | switching (uW) | internal, uW |
|---|---|---|
| logic | 44.4 | 109 |
| registers | 0 | 0 |
| clock network | 0 | 0 |
area by class of cell:
cell class         instances  area share (%)
well taps                 46           6.452
repair buffers            61           65.92
multi-input cells         51           27.63
synth_stat cells, drive strengths merged:
| cell type | number |
|---|---|
| nand2 | 24 |
| clkbuf | 4 |
| or4b | 1 |
| or2 | 1 |
| o21ai | 24 |
| mux2i | 1 |
| buf | 12 |
layout by cell type (no fill, tap or decap), drive strengths merged:
master,instances
clkdlybuf4s50,45
nand2,24
o21ai,24
buf,9
dlygate4sd2,4
dlymetal6s2s,3
or2,1
mux2i,1
or4b,1
worst max path at each step:
stage                  to  slack, ns  depth (start not counted)
CTS           ld_data[28]      0.005                          5
global route  ld_data[21]     -0.004                          5
finish        ld_data[16]       0.05                          5
routing by layer:
layer  routed length [um]  global-route usage (%)
met1                  795                   6.926
met2                  838                   7.785
met3                  273                   2.727
met4                    0                       0
met5                    0                       0
repair_timing:
| item | 4_1_cts | 5_1_grt |
|---|---|---|
| gates resized | 8 | 17 |
| setup endpoints to repair | 24 | 15 |
| gates cloned | 0 | 0 |
| pin swaps | 3 | 1 |
| endpoints found under the hold margin | 0 | 0 |
Power is estimated from default activity; no workload was simulated.
