`flow/config.mk`:
```
export PLATFORM = sky130hd
export DESIGN_NAME = brcomp
export DESIGN_NICKNAME = brcomp
export VERILOG_FILES = /design/flow/design.v
export SDC_FILE = /design/flow/constraint.sdc
export NUM_CORES = 4
export LEC_CHECK = 1
export CORE_AREA = 10 10 94 94
export DIE_AREA = 0 0 104 104
```
`flow/constraint.sdc`:
```
current_design brcomp

set clk_period 4.0
set clk_io_pct 0.2

create_clock -name clk0 -period $clk_period

set non_clock_inputs [all_inputs -no_clocks]
set_input_delay [expr $clk_period * $clk_io_pct] -clock clk0 $non_clock_inputs
set_output_delay [expr $clk_period * $clk_io_pct] -clock clk0 [all_outputs]
```
`flow/design.v`:
```
module brcomp(
input logic [31:0] rs1_data, rs2_data,
input logic [0:0] br_unsigned,
output logic [0:0] br_less, br_equal
);
logic [31:0] equal_data;
logic [32:0] xtended_rs1, xtended_rs2, xtended_data;
always_comb begin
if(br_unsigned) begin
xtended_rs1 = {1'b0, rs1_data};
xtended_rs2 = {1'b0, rs2_data};
end
else begin
if(rs1_data[31]) begin
xtended_rs1 = {1'b1, rs1_data};
end
else begin
xtended_rs1 = {1'b0, rs1_data};
end;
if(rs2_data[31]) begin
xtended_rs2 = {1'b1, rs2_data};
end
else begin
xtended_rs2 = {1'b0, rs2_data};
end
end
xtended_data = xtended_rs1 + ~xtended_rs2 + 33'd1;
if(xtended_data[32]) begin
br_less = 1'd1;
end
else begin
br_less = 1'd0;
end
equal_data = ~(rs1_data ^ rs2_data);  
br_equal = &equal_data[31:0];  
end
endmodule
```
`flow/run.sh`:
```
#!/bin/bash
# OpenROAD 26Q1-2900-gdf79404cd8, Yosys 0.63+post, stock flow scripts
make -C /OpenROAD-flow-scripts/flow DESIGN_CONFIG=/design/flow/config.mk WORK_HOME=/design/flow/orfs finish
```
==> results_dict.tcl <==
# yosys + openroad results
set metrics [dict create \
    status "complete, no violations" \
    setup_tns_ps 0 \
    global_route.usage.total_pct 4.98 \
    synth-area-yosys_um2 862 \
    grt_setup_unrepaired "no" \
    vdd_drop_max_uv 29.0 \
    num_antenna_cells 0 \
    worst_path_dominant_cell_family "buffers and inverters" \
    max_cap_violations 0 \
    area_growth_syn_to_layout_pct 97.2 \
    count_of_cell_types_in_the_netlist 26 \
    worst_hold_startpoint "br_unsigned[0]" \
    yosys_cells 120 \
    cellPowerDensity_nw_per_um2 83.7 \
    power.clock.fraction_pct 0 \
    numSequentialCells 0 \
    die_x_um 104 \
    fp.dieArea_um2 10800 \
    yosys-top-cells-count "sky130_fd_sc_hd__inv_1 (33), sky130_fd_sc_hd__ha_1 (32), sky130_fd_sc_hd__a21oi_1 (11), sky130_fd_sc_hd__nand2_1 (8), sky130_fd_sc_hd__nand4_1 (5)" \
    switching_share_pct 35.0 \
    grt_first_pass_wirelength_mm 4.62 \
    finalWorstPathRequiredPeriod_ps 3710 \
    post_route_cells_drive_above_1_share_pct 5.24 \
    mappedNetlistArea_um2 862 \
    worst-setup-path-type "primary input to primary output" \
    std_cell_rows 30 \
    end_kind "primary output" \
    setup-violations-final 0 \
    layout_setup_ws_ps 286 \
    avgViaCountPerCell 3.57 \
    drc_errors 0 \
    final_core_util_pct 24.9 \
    timing.final.max_slew_violations 0 \
    worst_setup_path_start_kind "primary input" \
    critPathMaxFanout 3 \
    class_of_the_most_critical_hold_timing_path "primary input to primary output" \
    yosys-top-cells-area "sky130_fd_sc_hd__ha_1 (46%), sky130_fd_sc_hd__inv_1 (14%), sky130_fd_sc_hd__a21oi_1 (6.4%)" \
    holdPathEnd "br_less[0]" \
    worst_hold_path.num_cells 5 \
    core_util_floorplan_pct 12.6 \
    static-leakage-power_uw 0.000825 \
    synth.avg_cell_area_um2 7.18 \
    number_of_antenna_violations_at_the_first_check_in_global_routing 0 \
    number_of_failing_hold_endpoints_at_the_final_stage 0 \
    port_buffers 67 \
    drt-pass1-iter-count 2 \
    grt_pass1_vias 1063 \
    ant_nets 0 \
    fin_crit_sh_pct 92.9 \
    drt_wl_total_mm 2.83 \
    cp_cell_sequence "clkdlybuf4s50_1 > inv_1 > ha_1 > nand4_1 > nor4_2 > buf_4 > a21boi_2 > o311a_1 > o211ai_2 > dlygate4sd2_1" \
    yosysWarnings 1 \
    crit_buf_inv 4 \
    average_wire_length_per_cell_after_detail_routing_um 9.87 \
    first_iteration_detailed_routing_drc_count 7 \
    stdcell_area_um2 1700 \
    tightest_slew_ps 385 \
    share_comb_of_total_power_pct 100.0 \
    area_leader_netlist "sky130_fd_sc_hd__ha_1" \
    overall_via_count_from_detail_route 1026 \
    stage_log_warnings 32 \
    share_seq_of_total_power_pct 0 \
    power.net_switching_uw 49.9 \
    ios 67 \
    grt_start_max_net_pins 5 \
    register_area_um2 0 \
    max_incr_delay_on_cp_ps 450 \
    dp_hpwl_mm 2.77 \
    critical_path_required_ps 3200 \
    post_synth_top_area_share_pct 46.4 \
    n_clock_buffer 0 \
    instance_area_after_placement_um2 1680 \
    maxClockFrequency_mhz 269 \
    ys_seq_share_pct 0 \
    data_arrival_at_the_endpoint_of_the_critical_path_ps 2910 \
    synthesis.instances 120 \
    cpMaxStageDelayCell "sky130_fd_sc_hd__clkdlybuf4s50_1" \
    core_um2 6830 \
    slew-limit-headroom_pct 74.3 \
    gr-total-overflow 0 \
    chipHeight_um 104 \
    number_of_buffers_added_to_fix_hold_violations_after_cts 0 \
    gpl.final_weighted_congestion 0.748 \
    dpl_worst_slack_ps -32.4 \
    synth_top_cell_by_count "sky130_fd_sc_hd__inv_1" \
    internal_power_uw 92.4 \
]
==> power by group through the flow <==
stage | clock (uW) | combinational [uW] | sequential [uW]
CTS | 0 | 145 | 0
global route | 0 | 163 | 0
finish | 0 | 142 | 0
==> cells by family (layout without fill, tap and decap cells) <==
kind of cell	count (synthesis)	count (layout)	synth area share, %
buffers and inverters	33	104	14.4
adder cells (fa/ha/maj)	32	32	46.4
AND/OR/NAND/NOR	28	28	17.4
AND-OR/OR-AND	26	26	20.8
XOR/XNOR	1	1	1.02
==> timing repair <==
item                       in CTS  in global routing
resized                         3                  0
setup buffers                   1                  0
setup endpoints to repair       1                  0
hold endpoints to repair        0                  0
==> metal layers <==
| layer | part of all wire (%) | vias up | global-route usage, % |
|---|---|---|---|
| met2 | 46 | 35 | 8.56 |
| met3 | 4.8 | 0 | 0.877 |
| met4 | 0 | 0 | 0 |
| li1 | - | 568 | - |
| met1 | 49 | 423 | 6.71 |
| met5 | 0 | - | 0 |
==> final cells by class <==
class              count  area [um2]
fillers              746        5130
inverters             33         124
multi-input cells     87         757
well taps             96         120
repair buffers        71         699
==> worst min-delay path: stages <==
cell and delay (ps):
sky130_fd_sc_hd__clkdlybuf4s50_1 460, sky130_fd_sc_hd__or3_1 100, sky130_fd_sc_hd__o22a_1 130, sky130_fd_sc_hd__o211ai_2 80, sky130_fd_sc_hd__dlygate4sd2_1 240
==> through the flow <==
| step | power (uW) | cells | hold slack, ps |
|---|---|---|---|
| final | 142 | 287 | 2610 |
| after CTS | 145 | 287 | 2630 |
| after global placement | 142 | 286 | 2810 |
| after detailed placement | 142 | 286 | 2810 |
| after floorplan | 60.0 | 120 | 1860 |
| after global routing | 163 | 287 | 2670 |
==> worst max path at each step <==
stage / startpoint / endpoint / slack (ps) / cells past startpoint
CTS: rs2_data[15] / br_less[0] / 220 / 10
global route: rs2_data[14] / br_less[0] / 80 / 10
finish: rs2_data[15] / br_less[0] / 290 / 10
==> cells in the final DEF, fill, tap and decap left out, drive strengths merged <==
cell type and n:
clkdlybuf4s50 66, inv 33, ha 32, a21oi 12, nand2 8, nand4 5
nand3 4, buf 4, o21ai 3, o211ai 3, nor2 2, nor3 2
a221oi 2, and4 2, a221o 1, nor2b 1, nor4 1, a21boi 1
a21o 1, o311a 1, xnor2 1, or2 1, or3 1, o22a 1
and3b 1, o31ai 1, dlygate4sd2 1
No activity file was given, so power comes from the tool's default toggle rates.
